==> ./design.v <==
module adder_32bit (input logic [31:0] a, b, output logic [31:0] z);
   assign z = a+b;
endmodule  
==> ./run.sh <==
#!/bin/bash
# OpenROAD 26Q1-2900-gdf79404cd8, Yosys 0.63+post, stock flow scripts
make -C /OpenROAD-flow-scripts/flow DESIGN_CONFIG=/design/flow/config.mk WORK_HOME=/design/flow/orfs finish
==> ./config.mk <==
export PLATFORM = sky130hd
export DESIGN_NAME = adder_32bit
export DESIGN_NICKNAME = adder_32bit
export VERILOG_FILES = /design/flow/design.v
export SDC_FILE = /design/flow/constraint.sdc
export NUM_CORES = 4
export LEC_CHECK = 1
export CORE_AREA = 10 10 94 94
export DIE_AREA = 0 0 104 104
==> ./constraint.sdc <==
current_design adder_32bit

set clk_period 18.1
set clk_io_pct 0.2

create_clock -name clk0 -period $clk_period

set non_clock_inputs [all_inputs -no_clocks]
set_input_delay [expr $clk_period * $clk_io_pct] -clock clk0 $non_clock_inputs
set_output_delay [expr $clk_period * $clk_io_pct] -clock clk0 [all_outputs]
==> notes.md <==
Results of the full flow below.

Worst setup path:
- The run gives the nature of the critical path startpoint as an input pin.
- Along the critical path, the tally of buffer and inverter instances is 2.
- At the worst endpoint, the required time is 14.48 ns.
- The run gives the start point of the critical path as a[0].
- The run gives the cell type of the slowest stage on the worst timing path as sky130_fd_sc_hd__clkdlybuf4s50_1.
- The run puts the maximum fanout encountered on the critical timing path at 4.
- On the worst path, the slowest cell contributes a delay of 0.49 ns.
- On the critical path the largest part of the delay comes from AND-OR/OR-AND gates.
- For reference, the critical path cell chain is clkdlybuf4s50_1 -> ha_1 -> fa_1 -> a21o_1 -> a31o_2 -> nand3_1 -> o221ai_1 -> a311oi_1 -> o21bai_1 -> xor2_1 -> clkdlybuf4s50_1.
- The run gives the category of the critical setup timing path as in2out.
- The run gives the data arrival time of the worst path as 6.58 ns.
- Per STA, the library cell used most along the worst path is sky130_fd_sc_hd__clkdlybuf4s50_1.
- STA classifies the critical path endpoint as an output pin.

Final timing:
- Setup repair after global routing left no endpoint under its margin.
- The run puts the number of failing hold endpoints at the final stage at 0.
- The run puts the shortest period the worst path allows at 10.20 ns.
- The run puts the transition at the pin with the smallest max-transition slack at 0.521 ns.
- The run gives the setup violation total in the final timing report as 0.
- Per the timing report, the achievable frequency comes out to 98.1 MHz.
- The run puts the worst slew slack as a fraction of its limit at 64.4%.
- The run gives the final tally of max-slew violations as 0.
- The run puts the final worst-path cycle share at 56.3%.
- The run puts the final setup TNS at 0 ns.

Worst hold path:
- For the worst min-delay path, the startpoint reported by OpenROAD is b[0].
- The run gives the kind of path behind the tightest hold check as in2out.

Synth:
- In the synthesis report, Yosys lists the chip area as 1740 um2.
- For reference, the top cells by count after synthesis are sky130_fd_sc_hd__ha_1 (31), sky130_fd_sc_hd__a21oi_1 (29), sky130_fd_sc_hd__a21o_1 (19), sky130_fd_sc_hd__nand2_1 (18), sky130_fd_sc_hd__xor2_1 (15).
- The run puts the area share of the largest cell type after synthesis at 22.2%.
- The run puts the post-synthesis average cell area at 7.24 um2.
- Of all cell types, the one taking the most synthesized area is sky130_fd_sc_hd__ha_1.
- The main area contributors are sky130_fd_sc_hd__ha_1 (22%), sky130_fd_sc_hd__a21oi_1 (8.3%), sky130_fd_sc_hd__a21o_1 (8.2%), sky130_fd_sc_hd__xor2_1 (7.5%), sky130_fd_sc_hd__xnor2_1 (6.5%).
- The run gives the yosys stat cell total as 241.
- Warnings reported by Yosys during synthesis add up to 0.
- The run puts the tally of unique sky130hd cells used after synthesis at 50.
- The run puts the portion of the post-synthesis area used by sequential elements at 0%.
- Before any placement, the netlist area is recorded as 1740 um2.
- The run gives the most frequent cell after synthesis as sky130_fd_sc_hd__ha_1.
- The run gives the synthesized netlist cell count as 241.

Routing:
- The run gives the post-detailed-routing wire length as 5.81 mm.
- The run puts the total via count in the routed design at 2077.
- The run puts the final routed wire length divided by cell count at 13.8 um.
- The run puts the DRC marker count from the first detailed-route iteration at 80.
- Per the detail_route report, vias per standard cell equal 4.92.
- The run gives the number of nets with antenna violations after detailed routing as 0.
- Before antenna repair, the detailed router went through 6 iterations.
- TritonRoute reported its final design rule violation total as 0.
- For this run, the script counts the antenna cells in the layout as 0.

Placement:
- The run gives the weighted congestion reported at the end of routability-driven placement as 0.819.
- The run gives the count of input and output buffers as 96.
- Once detailed placement completed, the half-perimeter wirelength came to 5.17 mm.

Die:
- The run puts the initial core utilization at 25.5%.
- The run puts the number of I/O pins at 96.
- The run gives the die area as 10800 um2.
- The run gives the area inside the core boundary as 6830 um2.
- The vertical die dimension reported for this design is 104 um.
- The run gives the placement row count as 30.
- According to the floorplan report, the die width is 104 um.

CTS:
- The run puts the quantity of hold-fixing buffers added after cts at 0.
- The run gives the total setup buffers inserted after CTS as 0.
- The number of gates resized after CTS was 0.

Power and ir drop:
- The run gives the total chip power as 107 uW.
- The run puts the total power density per cell area at 38.3 nW/um2.
- The run puts the leakage power of the design at 0.00118 uW.
- The run puts the net switching component of the power at 42.3 uW.
- The worst VDD IR drop from the latest analysis is 0.0160 mV.
- Per report_power, the combinational group accounts for 100.0% of the total.
- Net switching is 39.7% of the power.
- The run gives the sequential fraction of design power as 0%.
- The run gives the cell-internal power as 64.3 uW.
- The run gives the clock group share of total power as 0%.

Global routing:
- The run puts the overall global routing resource usage at 10.2%.
- The run gives the maximum number of pins on one net before global-route repair as 11.
- The run gives the global route total overflow as 0.
- The run puts the wire length of the first global-routing pass at 9.67 mm.
- The run puts the initial antenna violation count at 0.
- The run puts the via count of the first global-routing pass at 2035.

Job:
- The run gives the OpenROAD warning count as 32.
- Max-cap violations in this run came to 0.

Cells and area:
- The final report gives the core utilization as 40.7%.
- The run puts the flop count at 0.
- Relative to the synthesized area, the layout overhead comes to 59.5%.
- The run gives the number of clock buffers in the layout as 0.
- In the final layout, flip-flops and latches occupy 0 um2.
- In the final layout, the share of cells above drive strength 1 is 3.07%.

Status:
- The run finished with clean final reports.
[through the flow]
| stage | hold WS, ns | cells | area, um2 | worst slack, ns |
|---|---|---|---|---|
| floorplan | 7.31 | 241 | 1740 | 9.03 |
| CTS | 8.29 | 422 | 2780 | 7.88 |
| global placement | 8.27 | 422 | 2780 | 7.94 |
| detailed placement | 8.29 | 422 | 2780 | 7.89 |
| finish | 8.28 | 422 | 2780 | 7.90 |
| global route | 8.29 | 422 | 2780 | 7.70 |
[layout by cell type, fill, tap and decap left out, types with 2 or more instances in the layout]
master | synthesis | final
sky130_fd_sc_hd__nand2_1 | 18 | 18
sky130_fd_sc_hd__o21ai_0 | 13 | 13
sky130_fd_sc_hd__nor2_1 | 12 | 12
sky130_fd_sc_hd__o311ai_1 | 2 | 2
sky130_fd_sc_hd__ha_1 | 31 | 31
sky130_fd_sc_hd__inv_1 | 6 | 6
sky130_fd_sc_hd__a21o_1 | 19 | 19
sky130_fd_sc_hd__nand2b_1 | 2 | 2
sky130_fd_sc_hd__o221ai_1 | 2 | 2
sky130_fd_sc_hd__or2_2 | 3 | 3
sky130_fd_sc_hd__o211ai_1 | 3 | 3
sky130_fd_sc_hd__xor2_1 | 15 | 15
sky130_fd_sc_hd__clkdlybuf4s50_1 | 0 | 96
sky130_fd_sc_hd__nand3_1 | 10 | 10
sky130_fd_sc_hd__a211oi_1 | 3 | 3
sky130_fd_sc_hd__xnor2_1 | 13 | 13
sky130_fd_sc_hd__a31oi_1 | 3 | 3
sky130_fd_sc_hd__a21oi_1 | 29 | 29
sky130_fd_sc_hd__nand4_1 | 8 | 8
sky130_fd_sc_hd__nor3_1 | 4 | 4
sky130_fd_sc_hd__o21a_1 | 2 | 2
sky130_fd_sc_hd__o21bai_1 | 4 | 4
sky130_fd_sc_hd__a311oi_1 | 2 | 2
sky130_fd_sc_hd__mux2i_1 | 2 | 2
[layer usage]
metal  GRT usage (%)  part of all wire (%)
met1            14.3                    49
met2            16.7                    44
met3            2.07                   6.6
met4               0                     0
met5               0                     0
[worst paths after layout]
path | endpoint | slack [ns] | depth (start not counted)
worst max-delay path | z[26] | 7.90 | 11
worst min-delay path | z[0] | 8.28 | 3
[cell families (layout without fill, tap and decap cells)]
| kind of cell | after synthesis | count (layout) | share of synthesized area, % |
|---|---|---|---|
| compound gates | 97 | 97 | 39.3 |
| simple gates | 65 | 65 | 18.3 |
| fa+ha+maj | 32 | 32 | 23.4 |
| xor+xnor | 28 | 28 | 14.1 |
| buf+inv | 17 | 102 | 3.80 |
| mux | 2 | 2 | 1.15 |
[power groups by stage]
stage | logic, uW | clock network, uW | registers (uW)
finish | 107 | 0 | 0
global route | 119 | 0 | 0
CTS | 108 | 0 | 0
[cell type report]
class                           instances  area [um2]
Fill cell                             708        4050
Inverter                                6        22.5
Multi-Input combinational cell        224        1680
Tap cell                               96         120
Timing Repair Buffer                   96         961
No activity file was given, so power comes from the tool's default toggle rates.
