==> flow/design.v <==
module Counter_2Digit (
    input logic clk,        
    input logic reset,      
    output logic [3:0] ones,  
    output logic [3:0] tens   
);
logic [6:0] count;  
always_ff @(posedge clk or posedge reset) begin
    if (reset)
        count <= 7'b0000000;   
    else if (count == 7'b1100011)  
        count <= 7'b0000000;   
    else
        count <= count + 1;
end
assign ones = count % 10;  
assign tens = count / 10;  
endmodule
==> flow/run.sh <==
#!/bin/bash
# OpenROAD 26Q1-2900-gdf79404cd8, Yosys 0.63+post, stock flow scripts
make -C /OpenROAD-flow-scripts/flow DESIGN_CONFIG=/design/flow/config.mk WORK_HOME=/design/flow/orfs finish
==> flow/config.mk <==
export PLATFORM = sky130hd
export DESIGN_NAME = Counter_2Digit
export DESIGN_NICKNAME = Counter_2Digit
export VERILOG_FILES = /design/flow/design.v
export SDC_FILE = /design/flow/constraint.sdc
export NUM_CORES = 4
export LEC_CHECK = 1
export CORE_AREA = 10 10 84 84
export DIE_AREA = 0 0 94 94
==> flow/constraint.sdc <==
current_design Counter_2Digit

set clk_period 4.1
set clk_io_pct 0.2

create_clock -name clk0 -period $clk_period [get_ports {clk}]

set non_clock_inputs [all_inputs -no_clocks]
set_input_delay [expr $clk_period * $clk_io_pct] -clock clk0 $non_clock_inputs
set_output_delay [expr $clk_period * $clk_io_pct] -clock clk0 [all_outputs]
==> design notes <==
The run finished with clean final reports. The H-tree depth was 1. The run gives 0.3988 nW as the leakage power.

Note, the detailed placer reported a final HPWL of 1449 um. After detailed routing, the number of remaining DRC violations is 0. In the final layout, the share of cells above drive strength 1 is 14.05%. The register area is 176.4 um^2. The tree is rooted in a sky130_fd_sc_hd__clkbuf_8. The number of warning messages in the logs was 28; the CTS buffer count was 3.

For the warning count from the yosys run, the log shows 1. The total overflow left after global routing is 0. STA puts the critical path data arrival time at 2.94 ns.

In this run the tool buffered the top-level ports with 9 buffer cells. The registers of the reported paths see a clock transition of 0.04 ns. The number of antenna repair diodes is 0, and the number of sinks handled by clock tree synthesis is 7. Entering global routing, the biggest net connects 24 pins.

The number of standard cells reported by yosys was 117. The run gives 4 for the first-pass iteration count of the detailed router. STA on the placed design reports a worst setup slack of 0.4784 ns.

The end-of-flow timing check tallies setup violations at 0. The post-synthesis cell area was 912.1 um^2. The total power draw is 165.6 uW.

The report puts the hold buffer count at CTS at 0. The post-synthesis average cell area was 7.796 um^2; the number of global-route vias before repair was 696. According to the floorplan log, the row count is 26.

In the routed layout, each cell is associated on average with a via count of 4.288. The worst VDD IR drop from the latest analysis is 154.3 uV. The multi-input combinational cells in the finished layout cover a total of 636.9 um^2.

The shortest clock period the worst path allows after layout is 3.764 ns. The largest registers in the layout are count: 7 flops. The tightest slew margin relative to the limit was 57.88%; the instance tally after logic synthesis was 117. Setup repair after global routing left no endpoint under its margin. The worst setup path is launched from a flop. With the total length of routed wires at 1971 um, the area of the die is 8836 um^2. The wire length of the first global-routing pass was 3367 um; the source-to-sink clock delay at the later pin of the worst-skew pair was 0.22 ns.

Max fanout on the critical path was recorded as 18. Synthesized flop and latch total: 7. In the post-route analysis, the smallest setup slack over all paths is 0.3359 ns.

The clock arrives with 0.002946 ns of skew. Number of antenna-violating nets in the routed design: 0. sky130_fd_sc_hd__dfrtp_1 takes more of the synthesized area than any other cell. Per the layout report, the design carries 593 filler cells. Register bank with the most flops: count. Global-route usage over all layers: 4.415%.

The worst setup path is captured at an output port. The final route contains 819 vias. The synthesized netlist contains 44 unique library cells. The number of maximum-capacitance violations was 0; the post-CTS setup repair buffer count was 0. The tightest min-delay check is of the flop to flop type. Die extent in x: 94 um. The register with the most flip-flops in the layout has 7 of them. The y dimension of the die came out at 94 um. By startpoint and endpoint, the worst setup path is classified as flop to output port.

The reg2reg setup slack is 2.41 ns. The top cell type by area accounts for 19.20% of the synthesized area. By area the synthesized netlist is led by sky130_fd_sc_hd__dfrtp_1, sky130_fd_sc_hd__xnor2_1, sky130_fd_sc_hd__ha_1. Pin placement for this block handled 10 I/O pins. The tools report the maximum count of clock buffers along a single path as 2. The share of the Yosys chip area taken by registers is 19.20%. The area growth from synthesis to final layout was 18.11%; the total of cells resized after clock tree synthesis was 0. The floorplan step defined a core boundary enclosing 5205 um^2. TritonCTS built the clock tree. For this run, the top clock speed supported by timing is 265.7 MHz. With the max-slew violation count at 0, the initial antenna violation count is 0. Number of DRC markers after the initial detailed-route iteration: 60. The detailed-route wire length per cell was 10.32 um. The run gives 0 ns as the total negative setup slack.

The area recorded from the Yosys report for this design is 912.1 um^2. The required time at the worst endpoint is listed as 3.28 ns. The slew at the pin with the worst max-slew slack came out at 0.6318 ns.

Hold violation total from the final report: 0. For this configuration, the core starts out at a cell density of 17.52%. The final critical path takes up 91.81% of the cycle. The placement summary gives the final routability congestion estimate as 0.8394. Power density over the cells: 153.7 nW/um^2.
-- cells in the final DEF, fill, tap and decap left out, types with 2 or more instances in the layout --
cell	synthesis	routed
sky130_fd_sc_hd__a21o_1	2	2
sky130_fd_sc_hd__a21oi_1	7	7
sky130_fd_sc_hd__a221oi_2	2	2
sky130_fd_sc_hd__a31oi_1	4	4
sky130_fd_sc_hd__buf_4	3	2
sky130_fd_sc_hd__clkbuf_8	0	3
sky130_fd_sc_hd__clkdlybuf4s50_1	0	9
sky130_fd_sc_hd__dfrtp_1	7	6
sky130_fd_sc_hd__ha_1	4	4
sky130_fd_sc_hd__inv_1	6	6
sky130_fd_sc_hd__nand2_1	7	7
sky130_fd_sc_hd__nand2b_1	4	4
sky130_fd_sc_hd__nand3_1	5	5
sky130_fd_sc_hd__nand3b_1	2	2
sky130_fd_sc_hd__nor2_1	8	8
sky130_fd_sc_hd__nor2b_1	5	5
sky130_fd_sc_hd__nor3_1	3	3
sky130_fd_sc_hd__o21ai_0	5	5
sky130_fd_sc_hd__o21ai_1	5	5
sky130_fd_sc_hd__o22ai_1	2	2
sky130_fd_sc_hd__xnor2_1	6	6
-- power breakdown --
group | total [mW] | internal [mW] | switching (mW)
sequential | 0.0694 | 0.0694 | 0
clock | 0.0939 | 0.0670 | 0.0269
combinational | 0.00225 | 0.000888 | 0.00136
total | 0.166 | 0.137 | 0.0282
-- stage by stage --
| stage | area, um^2 | utilization, % | hold slack, ns | cells |
|---|---|---|---|---|
| 2_1_floorplan | 912.1 | - | 0.4760 | 117 |
| 3_3_place_gp | 1031 | 19.81 | 0.5112 | 187 |
| 3_5_place_dp | 1031 | 19.81 | 0.5092 | 187 |
| 4_1_cts | 1076 | 20.67 | 0.5222 | 191 |
| 5_1_grt | 1077 | 20.70 | 0.5502 | 191 |
| 6_report | 1077 | 20.70 | 0.5206 | 191 |
-- critical path, stage by stage (launching register included) --
cell                              delay, ns
sky130_fd_sc_hd__dfrtp_2               0.50
sky130_fd_sc_hd__nor2_1                0.19
sky130_fd_sc_hd__inv_1                 0.09
sky130_fd_sc_hd__ha_1                  0.30
sky130_fd_sc_hd__nand2b_2              0.25
sky130_fd_sc_hd__xnor2_1               0.15
sky130_fd_sc_hd__a21o_1                0.20
sky130_fd_sc_hd__a211oi_4              0.29
sky130_fd_sc_hd__a21oi_1               0.10
sky130_fd_sc_hd__a31oi_1               0.15
sky130_fd_sc_hd__clkdlybuf4s50_1       0.49
-- synthesized netlist by cell type --
| cell | number |
|---|---|
| sky130_fd_sc_hd__nor3_1 | 3 |
| sky130_fd_sc_hd__and4b_1 | 1 |
| sky130_fd_sc_hd__nor3b_1 | 1 |
| sky130_fd_sc_hd__nand2b_4 | 1 |
| sky130_fd_sc_hd__a31oi_1 | 4 |
| sky130_fd_sc_hd__nand2_1 | 7 |
| sky130_fd_sc_hd__and4bb_2 | 1 |
| sky130_fd_sc_hd__o31ai_1 | 1 |
| sky130_fd_sc_hd__o21bai_1 | 1 |
| sky130_fd_sc_hd__a221oi_2 | 2 |
| sky130_fd_sc_hd__buf_6 | 2 |
| sky130_fd_sc_hd__o211ai_1 | 1 |
| sky130_fd_sc_hd__or3b_1 | 1 |
| sky130_fd_sc_hd__dfrtp_1 | 7 |
| sky130_fd_sc_hd__a21boi_1 | 1 |
| sky130_fd_sc_hd__nand3_1 | 5 |
| sky130_fd_sc_hd__nor2_1 | 8 |
| sky130_fd_sc_hd__o221ai_1 | 1 |
| sky130_fd_sc_hd__xnor2_1 | 6 |
| sky130_fd_sc_hd__o22ai_1 | 2 |
| sky130_fd_sc_hd__o21ai_0 | 5 |
| sky130_fd_sc_hd__inv_2 | 1 |
| sky130_fd_sc_hd__nand2b_1 | 4 |
| sky130_fd_sc_hd__and2_1 | 1 |
| sky130_fd_sc_hd__buf_1 | 1 |
| sky130_fd_sc_hd__nand3b_1 | 2 |
| sky130_fd_sc_hd__inv_1 | 6 |
| sky130_fd_sc_hd__buf_2 | 5 |
| sky130_fd_sc_hd__nor3b_2 | 1 |
| sky130_fd_sc_hd__ha_1 | 4 |
| sky130_fd_sc_hd__o2bb2ai_2 | 1 |
| sky130_fd_sc_hd__and2_2 | 1 |
| sky130_fd_sc_hd__nand2_2 | 1 |
| sky130_fd_sc_hd__a21oi_1 | 7 |
| sky130_fd_sc_hd__nor2b_1 | 5 |
| sky130_fd_sc_hd__and3_1 | 1 |
| sky130_fd_sc_hd__nor4_1 | 1 |
| sky130_fd_sc_hd__o21ai_1 | 5 |
| sky130_fd_sc_hd__o41ai_1 | 1 |
| sky130_fd_sc_hd__a211oi_4 | 1 |
| sky130_fd_sc_hd__nand2b_2 | 1 |
| sky130_fd_sc_hd__mux2i_1 | 1 |
| sky130_fd_sc_hd__buf_4 | 3 |
| sky130_fd_sc_hd__a21o_1 | 2 |
-- layer usage --
layer | wire [um] | up-vias | global-route usage (%)
met1 | 1023 | 389 | 6.763
met5 | 0 | - | 0
li1 | - | 421 | -
met4 | 8 | 0 | 0.6329
met2 | 895 | 7 | 6.567
met3 | 44 | 2 | 0.4847
-- logic make-up (layout without fill, tap and decap cells) --
kind of cell             after synthesis  count (layout)  synth area share (%)
buffers and inverters                 18              22                 10.97
flip-flops                             7               7                 19.20
XOR/XNOR                               6               6                 5.761
AND-OR/OR-AND                         35              35                 27.43
multiplexers                           1               1                 1.097
adder cells (fa/ha/maj)                4               4                 5.487
AND/OR/NAND/NOR                       46              46                 30.04
-- layout make-up --
class,instances,share of cell area (%)
multi-input cells,92,59.12
repair buffers,11,9.756
flip-flops and latches,7,16.38
inverters,7,2.439
well taps,70,8.130
clock buffers,4,4.181
-- worst paths after layout --
path | from | endpoint | cells past startpoint
min in group asynchronous | reset | count[2] | 2
worst min register to register | count[0] | count[0] | 1
max in group asynchronous | reset | count[4] | 2
worst max register to register | count[3] | count[5] | 4
worst max-delay path | count[4] | ones[1] | 10
worst min-delay path | count[0] | count[0] | 1
Power and IR drop assume default switching activity.
