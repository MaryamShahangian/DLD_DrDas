[/design/flow/design.v]
module cost_calculator (
    input  logic [7:0]  fuel_amount,       
    input  logic [7:0]  price_per_liter,   
    output logic [15:0] total_cost         
);
    logic [15:0] p0, p1, p2, p3, p4, p5, p6, p7;
    assign p0 = fuel_amount[0] ? price_per_liter         : 16'b0;
    assign p1 = fuel_amount[1] ? (price_per_liter << 1)  : 16'b0;
    assign p2 = fuel_amount[2] ? (price_per_liter << 2)  : 16'b0;
    assign p3 = fuel_amount[3] ? (price_per_liter << 3)  : 16'b0;
    assign p4 = fuel_amount[4] ? (price_per_liter << 4)  : 16'b0;
    assign p5 = fuel_amount[5] ? (price_per_liter << 5)  : 16'b0;
    assign p6 = fuel_amount[6] ? (price_per_liter << 6)  : 16'b0;
    assign p7 = fuel_amount[7] ? (price_per_liter << 7)  : 16'b0;
    assign total_cost = p0 + p1 + p2 + p3 + p4 + p5 + p6 + p7;
endmodule
module fuel_fsm (
    input  logic clk,
    input  logic reset,
    input  logic start,
    input  logic [7:0] final_cost,
    output logic [6:0] seg_digit1,   
    output logic [6:0] seg_digit2,   
    output logic done
);
    typedef enum logic [1:0] {
        IDLE,
        COUNTING,
        DONE
    } state_t;
    state_t state, next_state;
    logic [7:0] current_value;
    logic [3:0] ones, tens;
    always_ff @(posedge clk or posedge reset) begin
        if (reset)
            state <= IDLE;
        else
            state <= next_state;
    end
    always_comb begin
        case (state)
            IDLE:      next_state = (start) ? COUNTING : IDLE;
            COUNTING:  next_state = (current_value == final_cost) ? DONE : COUNTING;
            DONE:      next_state = IDLE;
            default:   next_state = IDLE;
        endcase
    end
    always_ff @(posedge clk or posedge reset) begin
        if (reset) begin
            current_value <= 0;
            done <= 0;
        end else begin
            case (state)
                IDLE: begin
                    current_value <= 0;
                    done <= 0;
                end
                COUNTING: begin
                    if (current_value < final_cost)
                        current_value <= current_value + 1;
                end
                DONE: begin
                    done <= 1;
                end
            endcase
        end
    end
    assign ones = current_value % 10;
    assign tens = current_value / 10;
    function logic [6:0] seg7(input logic [3:0] digit);
        case (digit)
            4'd0: seg7 = 7'b0111111;
            4'd1: seg7 = 7'b0000110;
            4'd2: seg7 = 7'b1011011;
            4'd3: seg7 = 7'b1001111;
            4'd4: seg7 = 7'b1100110;
            4'd5: seg7 = 7'b1101101;
            4'd6: seg7 = 7'b1111101;
            4'd7: seg7 = 7'b0000111;
            4'd8: seg7 = 7'b1111111;
            4'd9: seg7 = 7'b1101111;
            default: seg7 = 7'b0000000;
        endcase
    endfunction
    always_comb begin
        seg_digit1 = seg7(ones);
        seg_digit2 = seg7(tens);
    end
endmodule
module fuel_needed_calculator (
    input  logic [7:0] fuel_in_tank,
    input  logic [7:0] tank_capacity,
    output logic [7:0] fuel_needed
);
    logic [7:0] fuel_in_tank_complement;
    logic carry;
    assign fuel_in_tank_complement = ~fuel_in_tank + 1;
    assign {carry, fuel_needed} = tank_capacity + fuel_in_tank_complement;
endmodule
module gas_pump_top(
    input  logic clk,                         
    input  logic reset,                       
    input  logic start,                       
    input  logic [7:0] fuel_in_tank,          
    input  logic [7:0] tank_capacity,         
    input  logic [7:0] price_per_liter,       
    input  logic [7:0] customer_credit,       
    output logic [7:0] fuel_to_add,           
    output logic [15:0] total_cost,           
    output logic [6:0] seg_digit1,            
    output logic [6:0] seg_digit2,            
    output logic done                         
);
    logic [7:0] fuel_needed;
    fuel_needed_calculator u_fuel_needed_calc (
        .fuel_in_tank(fuel_in_tank),
        .tank_capacity(tank_capacity),
        .fuel_needed(fuel_needed)
    );
    cost_calculator u_cost_calc (
        .fuel_amount(fuel_needed),
        .price_per_liter(price_per_liter),
        .total_cost(total_cost)
    );
    fuel_fsm u_fsm_display (
        .clk(clk),
        .reset(reset),
        .start(start),
        .final_cost(total_cost[7:0]),  
        .seg_digit1(seg_digit1),
        .seg_digit2(seg_digit2),
        .done(done)
    );
    assign fuel_to_add = fuel_needed;
endmodule
[/design/flow/run.sh]
#!/bin/bash
# OpenROAD 26Q1-2900-gdf79404cd8, Yosys 0.63+post, stock flow scripts
make -C /OpenROAD-flow-scripts/flow DESIGN_CONFIG=/design/flow/config.mk WORK_HOME=/design/flow/orfs finish
[/design/flow/config.mk]
export PLATFORM = sky130hd
export DESIGN_NAME = gas_pump_top
export DESIGN_NICKNAME = gas_pump_top
export VERILOG_FILES = /design/flow/design.v
export SDC_FILE = /design/flow/constraint.sdc
export NUM_CORES = 4
export LEC_CHECK = 1
export CORE_UTILIZATION = 50
[/design/flow/constraint.sdc]
current_design gas_pump_top

set clk_period 15.6
set clk_io_pct 0.2

create_clock -name clk0 -period $clk_period [get_ports {clk}]

set non_clock_inputs [all_inputs -no_clocks]
set_input_delay [expr $clk_period * $clk_io_pct] -clock clk0 $non_clock_inputs
set_output_delay [expr $clk_period * $clk_io_pct] -clock clk0 [all_outputs]
==> impl_metrics.toml <==
# flow metrics
[clock_tree]
clock-root-buffer = "clkbuf_8"
cts_resized = 0
clock_sinks = 12
tritoncts = "done"
clk_latency_ns = 0.24
hold_buffers = 0
clk_pin_slew_ns = 0.05
htree_levels = 1
clk_path_buf_depth = 2
cts_setup_buffers = 0
cts_made_buffers = 3

[synthesis]
synth_area_mm2 = 0.004444
synth.largest_area_cell = "fa_1"
ys_cells = 553
synth_top_area_share_pct = 17.57
syn_avg_cell_area_um2 = 8.037
synth_flop_count = 12
ys_warn_count = 1
synth-seq-area-share_pct = 6.785
area_leaders = "fa_1 (18%), ha_1 (17%), dfrtp_1 (6.2%)"
yosys_area_mm2 = 0.004444
synthDistinctLibCells = 82
edf_count = 0
synth-async-reset-ratio_pct = 100.0
ff_type = "dfrtp_1"
synth_cells = 553

[worst_setup_path]
r2r_setup_slack_ns = 12.86
crit_path_max_incr_delay_ns = 0.55
crit_type = "primary input to output port"
r2r_cells = 9
slowest_stage = "fa_1"
cp_top_family = "adder cells"
cp_data_required_time_ns = 12.48
cp.arrival_ns = 9.99
crit_fanout = 9
r2r-start = "u_fsm_display.current_value[5]"
critPathLaunchType = "primary input"
regToRegEndpoint = "u_fsm_display.current_value[6]"
crit_path_end_kind = "output port"
critical_path_buf_inv_count = 4

[die]
die.size.y_um = 96.28
num_rows = 34
fp_util_pct = 51.21
die_area_mm2 = 0.009270
fp.dieW_um = 96.28
ios = 74
core_mm2 = 0.008678

[sta]
fin_crit_sh_pct = 84.03
finalMaxSlewViolations = 0
max_freq_mhz = 76.29
rsz0062_at_grt = "no"
tns_ns = 0
slew_headroom_pct = 42.70
setup_slack_ns = 2.491
setup_viol = 0
fin_worst_skew_ns = 0.004813
hold_viol = 0
tightestPinTransition_ns = 0.8587
fin_crit_ns = 13.11
hold_ws_ns = 0.4699

[cells_and_area]
nFillCells = 816
stdcell_area_mm2 = 0.005155
drive_above_1_share_pct = 4.478
area_growth_syn_to_layout_pct = 15.99
logic_area_mm2 = 0.003741
seqCellArea_um2 = 301.5

[run_status]
status = "completed"

[min_path]
min_to = "u_fsm_display.state[0]"
hp-start = "u_fsm_display.state[1]"
hold_class = "flop to flop"
hold_path_depth = 1

[routing]
drt_iter0_markers = 121
drt_wl_total_mm = 9.735
insertedDiodeCount = 0
antenna_left = 0
vias = 3988
vias_per_cell = 5.609
drc = 0
first_pass_iters = 6
routedWlPerCell_um = 13.69

[job]
cap_violations = 0
warning_count = 46

[place]
placed_area_mm2 = 0.005110
io_buffers = 65
pre_cts_ws_ns = 2.477
place_congestion = 0.8920
dp_hpwl_mm = 8.019

[grt]
grt_pass1_wl_mm = 15.95
antenna_found_initial = 0
grt_use_total_pct = 22.58
grt_overflow_total = 0
grt_max_degree = 28
grt_pass1_vias = 3679
-- cells in the final DEF (no fill, tap or decap), drive strengths merged, types with 3 or more instances in the layout --
master         synthesis  final
nand2                 66     66
fa                    39     39
o22ai                  3      3
a21boi                 4      4
nand2b                 8      8
o21ai                 29     29
nand3                 13     13
nor2                  27     27
nor3                  12     12
and2                  25     25
nand4                  5      5
clkbuf                 9      4
ha                    62     62
o211ai                 7      7
inv                   71     71
and3                   4      4
nor2b                 15     15
and3b                  3      3
xnor2                 17     17
dfrtp                 11     11
o21a                   3      3
clkdlybuf4s50          0     65
xor2                   5      5
a21o                  12     12
o311ai                 4      4
a22o                   4      4
a21oi                 25     25
or3                    3      3
nand3b                 3      3
o2111ai                5      5
-- flip-flops by register name, indices dropped and copies added, names as in the netlist --
signal                       cells
u_fsm_display.done               1
u_fsm_display.current_value      8
u_fsm_display.state              3
-- cells by family after synthesis --
group           after synthesis  share of synthesized area, %
simple gates                199                         23.85
compound gates              126                         20.75
fa+ha+maj                   101                         35.02
buf+inv                      92                         9.037
xor+xnor                     22                         4.335
flops                        12                         6.785
mux                           1                        0.2252
-- cells in the mapped netlist, drive strengths merged (3+ instances only) --
cell type,instances
a21oi,25
a21o,12
o21ai,29
nand3b,3
xor2,5
clkbuf,9
o21a,3
nor2b,15
or3,3
o311ai,4
dfrtp,11
nand3,13
nor3,12
fa,39
o2111ai,5
ha,62
and2,25
a22o,4
buf,12
nand2,66
nand2b,8
o22ai,3
and3b,3
nor2,27
and3,4
a21boi,4
o211ai,7
xnor2,17
nand4,5
inv,71
-- worst max-delay path by stage --
stage	startpoint	endpoint	slack (ns)	cells past startpoint
4_1_cts	fuel_in_tank[1]	total_cost[15]	2.45	28
6_report	fuel_in_tank[1]	total_cost[15]	2.49	28
5_1_grt	fuel_in_tank[1]	total_cost[15]	1.93	28
-- per-stage QoR --
stage	cells	util, %
2_1_floorplan	553	-
5_1_grt	711	59.40
3_3_place_gp	707	58.88
4_1_cts	711	59.40
6_report	711	59.40
3_5_place_dp	707	58.88
-- worst register-to-register path: cells and delay by family (launching register included) --
kind                       cells  cell delay [ns]
AOI/OAI and AO/OA              3             0.74
xor gates and xnor gates       1             0.19
adders and majority gates      1             0.37
DFF                            1             0.83
and+or+nand+nor                4             0.51
-- metal layers --
layer / vias to the layer above / wire (µm) / part of all wire (%) / GRT usage, %
li1: 2009 / - / - / -
met1: 1880 / 4282 / 44 / 30.75
met2: 87 / 4907 / 50 / 39.60
met3: 12 / 421 / 4.3 / 2.892
met4: 0 / 124 / 1.3 / 4.229
met5: - / 0 / 0 / 0
-- final cells by class --
cell class                 count  area share (%)
inverter                      71           5.170
multi-input combinational    449           72.57
timing repair buffer          67           12.91
clock buffer                   4          0.8738
sequential                    12           5.850
tap                          108           2.621
